[design/flow/run.sh]
#!/bin/bash
# OpenROAD 26Q1-2900-gdf79404cd8, Yosys 0.63+post, stock flow scripts
make -C /OpenROAD-flow-scripts/flow DESIGN_CONFIG=/design/flow/config.mk WORK_HOME=/design/flow/orfs finish
[design/flow/config.mk]
export PLATFORM = sky130hd
export DESIGN_NAME = mux_jump
export DESIGN_NICKNAME = mux_jump
export VERILOG_FILES = /design/flow/design.v
export SDC_FILE = /design/flow/constraint.sdc
export NUM_CORES = 4
export LEC_CHECK = 1
export CORE_UTILIZATION = 30
[design/flow/constraint.sdc]
current_design mux_jump

set clk_period 2.0
set clk_io_pct 0.2

create_clock -name clk0 -period $clk_period [get_ports {clk}]

set non_clock_inputs [all_inputs -no_clocks]
set_input_delay [expr $clk_period * $clk_io_pct] -clock clk0 $non_clock_inputs
set_output_delay [expr $clk_period * $clk_io_pct] -clock clk0 [all_outputs]
[design/flow/design.v]
module mux_jump(clk, branchAddr, pc4, ReadData1, select, PCregs, pcInstruction);
	input wire clk;
	input wire [31:0] branchAddr, pc4, ReadData1;
	input wire [1:0] select;
	input wire PCregs;
	output reg [31:0] pcInstruction;
	always @ (posedge clk) begin
		if (PCregs)
			pcInstruction = ReadData1;
		else begin
			case (select)
				2'b01: pcInstruction = branchAddr;
				2'b10: pcInstruction = pc4;
				default: pcInstruction = 32'b0; 
			endcase
		end
	end
endmodule
==> out/metrics.cfg <==
[clock_tree]
root_buffer=clkbuf_8
cts.sinks=32
postCtsHoldBufs=0
cts_setup_buffers=0
cts_resized=0
numCtsBuffers=5
clock_path_buffers=2
cts_tree=yes
clkTransAtPathRegs_ns=0.06
h-tree-depth=2

[yosys]
synthTopCellsByCount=a22oi_1 (32), dfxtp_1 (32), nand2_1 (32)
yosys.stat.seqShare_pct=49.4
async_reset_ff_share_pct=0
synth_area_per_cell_um2=8.89
area_leaders=dfxtp_1 (49%), a22oi_1 (19%), o21ai_1 (10%), nand2_1 (9.3%), buf_6 (3.5%)
ys_cells=146
ys_types=12
edf_count=0
synthFlopType=dfxtp_1
synth.top_cell.area_share_pct=49.4
largest_area_cell=dfxtp_1
yosys_area_mm2=0.00130
ys_ff=32
syn_area_mm2=0.00130
synth_cells=146
yosys_warnings=1

[timing]
finalSetupTns_ns=0
final-hold-violation-count=0
max_freq_mhz=629
finalSetupViolations=0
drv_slew=0
fin_crit_sh_pct=79.4
rsz0062_at_grt=no
worst_pin_slew_ns=0.376
layout_min_cycle_time_ns=1.59
slew-limit-headroom_pct=74.9

[final_layout]
final-comb-area_um2=566
seq_area_um2=641
drive_gt1_share_pct=6.47
finalInstanceArea_mm2=0.00273
area_growth_pct=110
largest_reg_flops=32
final.fill_count=357

[floorplan]
fp_util_pct=31.8
die_h_um=67.8
die_w_um=67.8
io_pins=132
die_area_mm2=0.00459
rows=23
core_mm2=0.00409

[worst_setup_path]
end_kind=register
slowest_delay_ns=0.47
crit_required_ns=2.21
slowest_stage=clkdlybuf4s50_1
cp_cell_sequence=clkdlybuf4s50_1 -> inv_1 -> ha_1 -> or2_4 -> o21ai_0
cp_max_fo=32
startpoint_type=input pin
critPathKind=in2reg
critPathArrivalTime_ns=1.79

[run_status]
outcome=completed

[routing]
first_pass_iters=4
antennaDiodeCount=0
vias=1507
drt-vias-per-instance=4.59
drc=0
route.final.wire_length_um=4380
avgRoutedWirePerCell_um=13.3
ant_nets=0
dr.first_iter.drc_count=66

[place]
dpl_cell_area_mm2=0.00263
gp_congestion=0.761
post-dp-hpwl_um=3350
numPortBuffers=131

[power_and_ir_drop]
switching_share_pct=21.9
ir_worst_vdd_v=0.000338
intPower_mw=1.26
powerDensity_mw_per_mm2=590
leakage_nw=1.05
p_switching_uw=351
p_comb_share_pct=25.4
clockPowerShare_pct=31.2
power_frac_seq_pct=43.4

[global_route]
grt_pass1_wl_um=6430
grt_overflow_total=0
grt_max_degree=33
antenna_found_initial=0
grt_pass1_vias=1386
grt_usage_pct=19.7

[run]
drv_cap=0
warnings=27

[worst_hold_path]
hold_path.class=in2reg

==> worst paths after layout <==
kind	to	slack, ns	depth (start not counted)	start
setup / recovery	pcInstruction[31]	0.41	5	select[0]
hold / removal	pcInstruction[6]	0.67	3	ReadData1[6]
==> critical path, delay by kind of cell <==
kind | cells | cell delay [ns]
buf+inv | 2 | 0.52
simple gates | 1 | 0.39
fa+ha+maj | 1 | 0.28
compound gates | 1 | 0.19
==> area by class of cell <==
| type | count | share of cell area (%) |
|---|---|---|
| Timing Repair Buffer | 137 | 49.8 |
| Sequential cell | 32 | 23.5 |
| Multi-Input combinational cell | 99 | 20.8 |
| Clock buffer | 6 | 3.03 |
| Tap cell | 50 | 2.30 |
| Clock inverter | 2 | 0.367 |
| Inverter | 2 | 0.275 |
==> per-stage QoR <==
stage	util, %	total power [mW]	hold slack [ns]	cells	worst slack [ns]
2_1_floorplan	-	0.814	0.513	146	0.723
3_3_place_gp	64.4	1.12	0.955	320	0.139
3_5_place_dp	64.4	1.12	0.960	320	0.106
4_1_cts	66.7	1.63	0.658	328	0.403
5_1_grt	66.7	1.70	0.675	328	0.320
6_report	66.7	1.61	0.667	328	0.411
==> cells by family after synthesis <==
kind of cell | share of synthesized area [%]
compound gates | 31.7
simple gates | 9.93
flops | 49.4
buf+inv | 7.04
fa+ha+maj | 1.93
==> metal layers <==
| metal | vias to the layer above | part of all wire [%] | GRT usage [%] |
|---|---|---|---|
| li1 | 783 | - | - |
| met1 | 634 | 38 | 24.0 |
| met2 | 82 | 48 | 33.0 |
| met3 | 8 | 13 | 8.22 |
| met4 | 0 | 1.9 | 3.19 |
| met5 | - | 0 | 0 |
==> layout by cell type, fill, tap and decap left out <==
cell / instances
a22oi_1: 32
buf_4: 6
clkbuf_8: 6
clkdlybuf4s50_1: 131
clkinv_2: 2
dfxtp_1: 32
ha_1: 2
inv_1: 2
nand2_1: 32
o21ai_0: 2
o21ai_1: 27
o21ai_2: 3
or2_4: 1
==> power groups by stage <==
stage	Sequential, mW	Clock (mW)	Combinational (mW)
finish	0.698	0.501	0.408
global route	0.702	0.545	0.450
CTS	0.699	0.520	0.415
Power figures rest on the tool's default switching activity, not on a simulated workload.
